==> /design/flow/design.v <==
module ad7606_drive#(
    parameter           P_RANGE = 0     
)(
    input               i_clk           ,
    input               i_rst           ,
    input               i_user_ctrl     ,        
    output [15:0]       o_user_data_1   ,
    output              o_user_valid_1  ,
    output [15:0]       o_user_data_2   ,
    output              o_user_valid_2  ,
    output [15:0]       o_user_data_3   ,
    output              o_user_valid_3  ,
    output [15:0]       o_user_data_4   ,
    output              o_user_valid_4  ,
    output [15:0]       o_user_data_5   ,
    output              o_user_valid_5  ,
    output [15:0]       o_user_data_6   ,
    output              o_user_valid_6  ,
    output [15:0]       o_user_data_7   ,
    output              o_user_valid_7  ,
    output [15:0]       o_user_data_8   ,
    output              o_user_valid_8  ,
    output              o_ad_psb_sel    ,        
    output              o_ad_stby       ,        
    output              o_ad_convstA    ,        
    output              o_ad_convstB    ,        
    output              o_ad_reset      ,        
    output              o_ad_cs         ,        
    output              o_ad_rd         ,        
    output [2:0]        o_ad_osc        ,        
    output              o_ad_range      ,        
    input               i_ad_busy       ,
    input  [15:0]       i_ad_data       
);
reg                     ro_ad_psb_sel                                           ;
reg                     ro_ad_stby                                              ;
reg                     ro_ad_convstA                                           ;
reg                     ro_ad_convstB                                           ;
reg                     ro_ad_reset                                             ;
reg                     ro_ad_cs                                                ;
reg                     ro_ad_rd                                                ;
reg                     ro_ad_osc                                               ;
reg [15:0]              ro_user_data_1                                          ;
reg                     ro_user_valid_1                                         ;
reg [15:0]              ro_user_data_2                                          ;
reg                     ro_user_valid_2                                         ;
reg [15:0]              ro_user_data_3                                          ;
reg                     ro_user_valid_3                                         ;
reg [15:0]              ro_user_data_4                                          ;
reg                     ro_user_valid_4                                         ;
reg [15:0]              ro_user_data_5                                          ;
reg                     ro_user_valid_5                                         ;
reg [15:0]              ro_user_data_6                                          ;
reg                     ro_user_valid_6                                         ;
reg [15:0]              ro_user_data_7                                          ;
reg                     ro_user_valid_7                                         ;
reg [15:0]              ro_user_data_8                                          ;
reg                     ro_user_valid_8                                         ;
assign                  o_ad_range     = P_RANGE                                ;
assign                  o_ad_psb_sel   = ro_ad_psb_sel                          ;
assign                  o_ad_stby      = ro_ad_stby                             ;
assign                  o_ad_convstA   = ro_ad_convstA                          ;
assign                  o_ad_convstB   = ro_ad_convstB                          ;
assign                  o_ad_reset     = ro_ad_reset                            ;
assign                  o_ad_cs        = ro_ad_cs                               ;
assign                  o_ad_rd        = ro_ad_rd                               ;
assign                  o_ad_osc       = ro_ad_osc                              ;
assign                  o_user_data_1  = ro_user_data_1                         ;
assign                  o_user_valid_1 = ro_user_valid_1                        ;
assign                  o_user_data_2  = ro_user_data_2                         ;
assign                  o_user_valid_2 = ro_user_valid_2                        ;
assign                  o_user_data_3  = ro_user_data_3                         ;
assign                  o_user_valid_3 = ro_user_valid_3                        ;
assign                  o_user_data_4  = ro_user_data_4                         ;
assign                  o_user_valid_4 = ro_user_valid_4                        ;
assign                  o_user_data_5  = ro_user_data_5                         ;
assign                  o_user_valid_5 = ro_user_valid_5                        ;
assign                  o_user_data_6  = ro_user_data_6                         ;
assign                  o_user_valid_6 = ro_user_valid_6                        ;
assign                  o_user_data_7  = ro_user_data_7                         ;
assign                  o_user_valid_7 = ro_user_valid_7                        ;
assign                  o_user_data_8  = ro_user_data_8                         ;
assign                  o_user_valid_8 = ro_user_valid_8                        ;
localparam              P_ST_IDLE       =   0                                   ,
                        P_ST_RESET      =   1                                   ,
                        P_ST_CONVST     =   2                                   ,
                        P_ST_BUSY       =   3                                   ,
                        P_ST_READ       =   4                                   ,
                        P_ST_WAIT       =   5                                   ;
reg [7:0]               r_st_current                                            ;
reg [7:0]               r_st_next                                               ;
always@(posedge i_clk or posedge i_rst)
begin
    if (i_rst)
        r_st_current <= P_ST_IDLE;
    else
        r_st_current <= r_st_next;
end
always@(*)
begin
    case(r_st_current)
        P_ST_IDLE   : r_st_next = ri_user_ctrl  ? P_ST_RESET    : P_ST_IDLE     ;
        P_ST_RESET  : r_st_next = r_st_cnt == 2 ? P_ST_CONVST   : P_ST_RESET    ;
        P_ST_CONVST : r_st_next = P_ST_BUSY     ;
        P_ST_BUSY   : r_st_next = r_st_cnt >= 10 & !ri_ad_busy  ? P_ST_READ     : P_ST_BUSY     ;
        P_ST_READ   : r_st_next = r_st_cnt == 16 -1             ? P_ST_WAIT     : P_ST_READ     ;
        P_ST_WAIT   : r_st_next = r_st_cnt == 60                ? P_ST_CONVST   : P_ST_WAIT     ;        
        default     : r_st_next = P_ST_IDLE     ; 
    endcase
end
reg [15:0]              r_st_cnt                                                ;
always@(posedge i_clk or posedge i_rst)
begin
    if (i_rst)
        r_st_cnt <= 'd0;
    else if (r_st_current != r_st_next || r_st_current == P_ST_IDLE)
        r_st_cnt <= 'd0;
    else
        r_st_cnt <= r_st_cnt + 1;
end
reg                     ri_ad_busy                                              ;
reg                     ri_user_ctrl                                            ;
always@(posedge i_clk or posedge i_rst)
begin
    if (i_rst) begin
        ri_ad_busy   <= 'd0;
        ri_user_ctrl <= 'd0;
    end else begin
        ri_ad_busy   <= 'd0  ;
        ri_user_ctrl <= i_user_ctrl;
    end
end
always@(posedge i_clk or posedge i_rst)
begin
    if (i_rst)
        ro_ad_psb_sel <= 'd0;
    else
        ro_ad_psb_sel <= 'd0;
end
always@(posedge i_clk or posedge i_rst)
begin
    if (i_rst)
        ro_ad_stby <= 'd0;
    else
        ro_ad_stby <= 'd0;
end
always@(posedge i_clk or posedge i_rst)
begin
    if (i_rst)
        ro_ad_convstA <= 'd1;
    else if (r_st_current == P_ST_CONVST)
        ro_ad_convstA <= 'd0;
    else 
        ro_ad_convstA <= 'd1;
end
always@(posedge i_clk or posedge i_rst)
begin
    if (i_rst)
        ro_ad_convstB <= 'd1;
    else if (r_st_current == P_ST_CONVST)
        ro_ad_convstB <= 'd0;
    else 
        ro_ad_convstB <= 'd1;
end
always@(posedge i_clk or posedge i_rst)
begin
    if (i_rst)
        ro_ad_reset <= 'd0;
    else if (r_st_current == P_ST_RESET && r_st_cnt == 2)
        ro_ad_reset <= 'd0;
    else if (ri_user_ctrl && r_st_current == P_ST_IDLE)
        ro_ad_reset <= 'd1;
    else 
        ro_ad_reset <= ro_ad_reset;
end
always@(posedge i_clk or posedge i_rst)
begin
    if (i_rst)
        ro_ad_cs <= 'd1;
    else if (r_st_current != P_ST_READ)
        ro_ad_cs <= 'd1;
    else if (r_st_current == P_ST_READ)
        ro_ad_cs <= 'd0;
    else 
        ro_ad_cs <= ro_ad_cs;
end
always@(posedge i_clk or posedge i_rst)
begin
    if (i_rst)
        ro_ad_rd <= 'd1;
    else if (r_st_current != P_ST_READ)
        ro_ad_rd <= 'd1;
    else if (r_st_current == P_ST_READ)
        ro_ad_rd <= ~ro_ad_rd;
    else 
        ro_ad_rd <= ro_ad_rd;
end
always@(posedge i_clk or posedge i_rst)
begin
    if (i_rst)
        ro_ad_osc <= 'd0;
    else 
        ro_ad_osc <= 'd0;
end
reg [7:0]               r_ad_channel                                            ;
always@(posedge i_clk or posedge i_rst)
begin
    if (i_rst)
        r_ad_channel <= 'd0;
    else if (r_st_cnt == 0 && r_ad_channel == 8)
        r_ad_channel <= 'd0;
    else if (r_st_current == P_ST_READ && ro_ad_rd)
        r_ad_channel <= r_ad_channel + 1;
    else
        r_ad_channel <= r_ad_channel;
end
always@(posedge i_clk or posedge i_rst)
begin
    if (i_rst) begin
        ro_user_data_1  <= 'd0;
        ro_user_valid_1 <= 'd0;
    end else if (r_ad_channel == 1 && ro_ad_rd) begin
        ro_user_data_1  <= i_ad_data;
        ro_user_valid_1 <= 'd1;
    end else begin
        ro_user_data_1  <= 'd0;
        ro_user_valid_1 <= 'd0;
    end
end
always@(posedge i_clk or posedge i_rst)
begin
    if (i_rst) begin
        ro_user_data_2  <= 'd0;
        ro_user_valid_2 <= 'd0;
    end else if (r_ad_channel == 2 && ro_ad_rd) begin
        ro_user_data_2  <= i_ad_data;
        ro_user_valid_2 <= 'd1;
    end else begin
        ro_user_data_2  <= 'd0;
        ro_user_valid_2 <= 'd0;
    end
end
always@(posedge i_clk or posedge i_rst)
begin
    if (i_rst) begin
        ro_user_data_3  <= 'd0;
        ro_user_valid_3 <= 'd0;
    end else if (r_ad_channel == 3 && ro_ad_rd) begin
        ro_user_data_3  <= i_ad_data;
        ro_user_valid_3 <= 'd1;
    end else begin
        ro_user_data_3  <= 'd0;
        ro_user_valid_3 <= 'd0;
    end
end
always@(posedge i_clk or posedge i_rst)
begin
    if (i_rst) begin
        ro_user_data_4  <= 'd0;
        ro_user_valid_4 <= 'd0;
    end else if (r_ad_channel == 4 && ro_ad_rd) begin
        ro_user_data_4  <= i_ad_data;
        ro_user_valid_4 <= 'd1;
    end else begin
        ro_user_data_4  <= 'd0;
        ro_user_valid_4 <= 'd0;
    end
end
always@(posedge i_clk or posedge i_rst)
begin
    if (i_rst) begin
        ro_user_data_5  <= 'd0;
        ro_user_valid_5 <= 'd0;
    end else if (r_ad_channel == 5 && ro_ad_rd) begin
        ro_user_data_5  <= i_ad_data;
        ro_user_valid_5 <= 'd1;
    end else begin
        ro_user_data_5  <= 'd0;
        ro_user_valid_5 <= 'd0;
    end
end
always@(posedge i_clk or posedge i_rst)
begin
    if (i_rst) begin
        ro_user_data_6  <= 'd0;
        ro_user_valid_6 <= 'd0;
    end else if (r_ad_channel == 6 && ro_ad_rd) begin
        ro_user_data_6  <= i_ad_data;
        ro_user_valid_6 <= 'd1;
    end else begin
        ro_user_data_6  <= 'd0;
        ro_user_valid_6 <= 'd0;
    end
end
always@(posedge i_clk or posedge i_rst)
begin
    if (i_rst) begin
        ro_user_data_7  <= 'd0;
        ro_user_valid_7 <= 'd0;
    end else if (r_ad_channel == 7 && ro_ad_rd) begin
        ro_user_data_7  <= i_ad_data;
        ro_user_valid_7 <= 'd1;
    end else begin
        ro_user_data_7  <= 'd0;
        ro_user_valid_7 <= 'd0;
    end
end
always@(posedge i_clk or posedge i_rst)
begin
    if (i_rst) begin
        ro_user_data_8  <= 'd0;
        ro_user_valid_8 <= 'd0;
    end else if (r_ad_channel == 8 && ro_ad_rd) begin
        ro_user_data_8  <= i_ad_data;
        ro_user_valid_8 <= 'd1;
    end else begin
        ro_user_data_8  <= 'd0;
        ro_user_valid_8 <= 'd0;
    end
end
endmodule
==> /design/flow/run.sh <==
#!/bin/bash
# OpenROAD 26Q1-2900-gdf79404cd8, Yosys 0.63+post, stock flow scripts
make -C /OpenROAD-flow-scripts/flow DESIGN_CONFIG=/design/flow/config.mk WORK_HOME=/design/flow/orfs finish
==> /design/flow/config.mk <==
export PLATFORM = sky130hd
export DESIGN_NAME = ad7606_drive
export DESIGN_NICKNAME = ad7606_drive
export VERILOG_FILES = /design/flow/design.v
export SDC_FILE = /design/flow/constraint.sdc
export NUM_CORES = 4
export LEC_CHECK = 1
export CORE_UTILIZATION = 40
==> /design/flow/constraint.sdc <==
current_design ad7606_drive

set clk_period 3.4
set clk_io_pct 0.2

create_clock -name clk0 -period $clk_period [get_ports {i_clk}]

set non_clock_inputs [all_inputs -no_clocks]
set_input_delay [expr $clk_period * $clk_io_pct] -clock clk0 $non_clock_inputs
set_output_delay [expr $clk_period * $clk_io_pct] -clock clk0 [all_outputs]
==> deck_impl_summary.md <==
Run Summary

Floorplan
  • Die Y: 125 um
  • CORE AREA: 14700 um^2
  • Die Wd: 125 um
  • Die Area: 15700 um^2
  • FP Util: 41.3%
  • Row count: 44
  • Io pins: 167

Setup path
  • Crit start category: register
  • CP Capture Type: register
  • Logic depth of the worst path, buffers included: 7
  • R2R Path Start: r_st_cnt[0]
  • Crit path max-delay family: simple AND/OR/NAND/NOR gates
  • FF-to-FF End: r_st_cnt[2]
  • Worst r2r path cells: 7
  • WP buf/inv: 1
  • CP Cell Sequence: inv_1 -> ha_1 -> or4bb_1 -> nor4_1 -> a211oi_1 -> nor2_1 -> nor3_1
  • Crit-path slowest cell: nor2_1
  • CP arrival: 2.87 ns
  • Critical path endpoint: r_st_cnt[2]
  • CP startpoint: r_st_cnt[0]
  • R2R Setup Slk: 0.79 ns
  • Crit path DRT: 3.66 ns
  • Critical path class: reg -> reg
  • Crit path max fanout: 12
  • Max incr delay on CP: 0.69 ns

Drt
  • First-pass iteration count of the detailed router: 24
  • Antenna Violating Nets Remaining: 0
  • DR WL/cell: 16.0 um
  • DRC: 0
  • Vias: 3890
  • Diode count: 0
  • Vias per inst: 4.66
  • Initial DRC Count: 181
  • Total wire length: 13300 um

Global route
  • Vias in the first global route: 3795
  • Gr usage total: 18.7%
  • First-pass GRT wire length: 21600 um
  • Initial antenna violation count: 0
  • Grt total ovfl: 0
  • Largest net degree at the start of global routing: 72

Power
  • Switching Fraction: 25.1%
  • Part of the power in registers: 47.8%
  • Sw Pwr: 1.13 mW
  • Cell Int Power: 3.38 mW
  • Max IR drop VDD: 358 uV
  • Leak: 3.99 nW
  • Logic pwr share: 10.9%
  • Clock share of power: 41.3%
  • Power density over cell area: 531 nW/um^2

Placed design
  • HPWL Detailed: 9090 um
  • Buffers on Ports: 159
  • GPL Wtd Cong: 0.842
  • Placed inst area: 7910 um^2
  • Inst Count DP: 803

Logic synthesis
  • Synth Flop Type: dfrtp_1
  • Syn Inst Count: 469
  • Syn Area/Cell: 13.0 um^2
  • Ys flops: 168
  • Simple-gate share of the synthesized area: 22.0%
  • Comb area leader: simple AND/OR/NAND/NOR gates
  • Top cells by area: dfrtp_1 68%, and2_1 13%, xor2_1 2.2%
  • Top-area cell type share of the netlist area: 68.0%
  • AO/OA Area Share: 1.40%
  • Post-synth top area cell: dfrtp_1
  • Register area share after synthesis: 69.3%
  • EDFF count, synth: 0
  • Fraction of synthesized area in multiplexers: 0.165%
  • Yosys stat cell total: 469
  • Synth Cell Area: 6070 um^2
  • Yosys Chip Area: 6070 um^2
  • Distinct cells, synth: 42
  • Ys async rst share: 100%
  • Adder-Cell Fraction of Synth Area: 1.44%
  • Yosys warnings: 1
  • XORs/XNORs by Area: 3.03%

Finish
  • Final instance count without filler cells: 835
  • Layout cells sized above 1: 8.45%
  • Post-route design area: 8500 um^2
  • Layout area overhead: 39.9%
  • Fillers: 1132

STA
  • TNS Setup: 0 ns
  • Final hold viol count: 0
  • Slew HR: 41.4%
  • Max Clk Rate: 0.384 GHz
  • Max Slew Vio Count: 0
  • Clock skew: 0.00540 ns
  • Worst-Margin Slew: 0.876 ns
  • # setup viols final: 0
  • Cycle use final: 76.7%
  • Unrepaired setup endpoints after global routing: false
  • Tmin final: 2.61 ns
  • WHS: 0.474 ns

Clock tree
  • Worst skew pair latency: 0.42 ns
  • Num CTS Buffers: 17
  • Setup bufs post-CTS: 0
  • Root Buffer: clkbuf_16
  • Hold_buf cts: 0
  • CTS resizes: 0
  • H-Tree Depth: 4
  • TritonCTS clock tree: built
  • Max Root-Sink Buffers: 2
  • CTS Sinks: 168
  • Clock transition at path regs: 0.06 ns

Hold path
  • Worst hold path type: reg -> reg

Run status
  • Status: finished, final reports clean

Job
  • Tool Warnings: 31
  • Max Cap Viol: 0
## how the worst min path moves through the flow
stage	startpoint	endpoint	slack, ns	cells past startpoint
final	r_ad_channel[7]	r_ad_channel[7]	0.47	1
after global routing	r_ad_channel[7]	r_ad_channel[7]	0.51	1
after CTS	r_ad_channel[7]	r_ad_channel[7]	0.48	1
## cells in the mapped netlist, drive strengths merged (2+ instances only)
cell,number
nand3,9
dfrtp,165
nor4,8
and2,128
dfstp,3
xor2,15
buf,16
inv,7
nand2,18
o21ai,4
nor3b,2
xnor2,6
a21oi,3
ha,7
nor2,32
o31ai,2
nand4,9
clkbuf,8
or4,3
nor3,6
and4,4
## cells in the final DEF, fill, tap and decap left out, drive strengths merged
cell type	Yosys	routed
dfrtp	165	165
clkdlybuf4s50	0	159
and2	128	128
nor2	32	32
clkbuf	8	19
nand2	18	18
xor2	15	15
inv	7	13
buf	16	10
nand4	9	9
nand3	9	9
nor4	8	8
ha	7	7
xnor2	6	6
conb	1	6
nor3	6	6
and4	4	4
o21ai	4	4
clkinv	1	4
clkinvlp	0	3
dfstp	3	3
or4	3	3
a21oi	3	3
o31ai	2	2
nor3b	2	2
or3	1	1
a31o	1	1
nor2b	1	1
a41oi	1	1
nand2b	1	1
nor4b	1	1
or4bb	1	1
a31oi	1	1
a211oi	1	1
or3b	1	1
and3	1	1
mux2i	1	1
bufinv	0	1
## flip-flops by register name (all words and copies together), names as in the netlist, 3 cells and up
name	cells
r_ad_channel	8
r_st_cnt	16
r_st_current	3
ro_user_data_1	16
ro_user_data_2	16
ro_user_data_3	16
ro_user_data_4	16
ro_user_data_5	16
ro_user_data_6	16
ro_user_data_7	16
ro_user_data_8	16
## worst register-to-register path, stage by stage, from the launching register on
cell	delay, ns
dfrtp_1	0.42
inv_1	0.10
ha_1	0.19
or4bb_1	0.41
nor4_1	0.33
a211oi_1	0.17
nor2_1	0.69
nor3_1	0.14
## power by group through the flow
| stage | Sequential (mW) | Combinational, mW | Clock (mW) |
|---|---|---|---|
| after global routing | 2.17 | 0.561 | 2.01 |
| final | 2.16 | 0.491 | 1.87 |
| after CTS | 2.16 | 0.501 | 1.92 |
## layout make-up
class                      count  area [um^2]  share of cell area, %
sequential                   168         4210                   49.5
clock buffer                  19          453                   5.33
timing repair buffer         169         1690                   19.9
clock inverter                13          134                   1.58
inverter                       8         33.8                  0.397
multi-input combinational    274         1750                   20.6
tap                          184          230                   2.71
## kinds of logic (layout without fill, tap and decap cells)
| kind of cell | Yosys count | after routing |
|---|---|---|
| compound gates | 13 | 13 |
| xor+xnor | 21 | 21 |
| fa+ha+maj | 7 | 7 |
| buf+inv | 32 | 209 |
| flops | 168 | 168 |
| mux | 1 | 1 |
| other cells | 1 | 6 |
| simple gates | 226 | 226 |
## layer usage
| metal | vias to the layer above | global-route usage, % | routed length (um) |
|---|---|---|---|
| li1 | 1839 | - | - |
| met1 | 1916 | 29.9 | 6010 |
| met2 | 123 | 29.1 | 6430 |
| met3 | 12 | 3.88 | 744 |
| met4 | 0 | 1.87 | 147 |
| met5 | - | 0 | 0 |
## through the flow
step                total power [mW]  worst slack [ns]  util (%)
finish                          4.52             0.793      57.8
global route                    4.74             0.599      57.8
CTS                             4.58             0.844      57.8
detailed placement              2.69             0.893      53.8
global placement                2.69             0.937      53.8
floorplan                       2.46             0.582         -
No activity file was given, so power comes from the tool's default toggle rates.
